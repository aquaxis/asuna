[design/flow/design.v]
 module aq_div32x32(
	input			RST_N,
	input			CLK,
	input [31:0]	DINA,
	input [31:0]	DINB,
	output [31:0]	DOUT
);
reg [64:0] r00r;
reg [64:0] r01r;
reg [64:0] r02r;
reg [64:0] r03r;
reg [64:0] r04r;
reg [64:0] r05r;
reg [64:0] r06r;
reg [64:0] r07r;
reg [64:0] r08r;
reg [64:0] r09r;
reg [64:0] r10r;
reg [64:0] r11r;
reg [64:0] r12r;
reg [64:0] r13r;
reg [64:0] r14r;
reg [64:0] r15r;
reg [64:0] r16r;
reg [64:0] r17r;
reg [64:0] r18r;
reg [64:0] r19r;
reg [64:0] r20r;
reg [64:0] r21r;
reg [64:0] r22r;
reg [64:0] r23r;
reg [64:0] r24r;
reg [64:0] r25r;
reg [64:0] r26r;
reg [64:0] r27r;
reg [64:0] r28r;
reg [64:0] r29r;
reg [64:0] r30r;
reg [64:0] r31r;
reg [64:0] r32r;
reg [31:0] s00r;
reg [31:0] s01r;
reg [31:0] s02r;
reg [31:0] s03r;
reg [31:0] s04r;
reg [31:0] s05r;
reg [31:0] s06r;
reg [31:0] s07r;
reg [31:0] s08r;
reg [31:0] s09r;
reg [31:0] s10r;
reg [31:0] s11r;
reg [31:0] s12r;
reg [31:0] s13r;
reg [31:0] s14r;
reg [31:0] s15r;
reg [31:0] s16r;
reg [31:0] s17r;
reg [31:0] s18r;
reg [31:0] s19r;
reg [31:0] s20r;
reg [31:0] s21r;
reg [31:0] s22r;
reg [31:0] s23r;
reg [31:0] s24r;
reg [31:0] s25r;
reg [31:0] s26r;
reg [31:0] s27r;
reg [31:0] s28r;
reg [31:0] s29r;
reg [31:0] s30r;
reg [31:0] s31r;
always @(negedge RST_N or posedge CLK) begin
	if(!RST_N) begin
		r00r <= 65'd0;
		r01r <= 65'd0;
		r02r <= 65'd0;
		r03r <= 65'd0;
		r04r <= 65'd0;
		r05r <= 65'd0;
		r06r <= 65'd0;
		r07r <= 65'd0;
		r08r <= 65'd0;
		r09r <= 65'd0;
		r10r <= 65'd0;
		r11r <= 65'd0;
		r12r <= 65'd0;
		r13r <= 65'd0;
		r14r <= 65'd0;
		r15r <= 65'd0;
		r16r <= 65'd0;
		r17r <= 65'd0;
		r18r <= 65'd0;
		r19r <= 65'd0;
		r20r <= 65'd0;
		r21r <= 65'd0;
		r22r <= 65'd0;
		r23r <= 65'd0;
		r24r <= 65'd0;
		r25r <= 65'd0;
		r26r <= 65'd0;
		r27r <= 65'd0;
		r28r <= 65'd0;
		r29r <= 65'd0;
		r30r <= 65'd0;
		r31r <= 65'd0;
		r32r <= 65'd0;
		s00r <= 32'd0;
		s01r <= 32'd0;
		s02r <= 32'd0;
		s03r <= 32'd0;
		s04r <= 32'd0;
		s05r <= 32'd0;
		s06r <= 32'd0;
		s07r <= 32'd0;
		s08r <= 32'd0;
		s09r <= 32'd0;
		s10r <= 32'd0;
		s11r <= 32'd0;
		s12r <= 32'd0;
		s13r <= 32'd0;
		s14r <= 32'd0;
		s15r <= 32'd0;
		s16r <= 32'd0;
		s17r <= 32'd0;
		s18r <= 32'd0;
		s19r <= 32'd0;
		s20r <= 32'd0;
		s21r <= 32'd0;
		s22r <= 32'd0;
		s23r <= 32'd0;
		s24r <= 32'd0;
		s25r <= 32'd0;
		s26r <= 32'd0;
		s27r <= 32'd0;
		s28r <= 32'd0;
		s29r <= 32'd0;
		s30r <= 32'd0;
		s31r <= 32'd0;
	end else begin
		r00r[64:0]	<= {1'b1, 32'd0, DINA};
		s00r 		<= DINB;
		r01r[64:31]	<= ({1'b1,r00r[63:31]}) + (~{2'b00,s00r}) + 1;
		r01r[30:0]	<= r00r[30:0] ;
		s01r <= s00r;
		r02r[63:30]	<= ({r01r[64],r01r[62:30]}) + (({34{r01r[64]}}^{2'b00,s01r}) + r01r[64]);
		r02r[64:64]	<= r01r[64:64] ;
		r02r[29:0]	<= r01r[29:0] ;
		s02r <= s01r;
		r03r[62:29]	<= ({r02r[63],r02r[61:29]}) + (({34{r02r[63]}}^{2'b00,s02r}) + r02r[63]);
		r03r[64:63]	<= r02r[64:63] ;
		r03r[28:0]	<= r02r[28:0] ;
		s03r <= s02r;
		r04r[61:28]	<= ({r03r[62],r03r[60:28]}) + (({34{r03r[62]}}^{2'b00,s03r}) + r03r[62]);
		r04r[64:62]	<= r03r[64:62] ;
		r04r[27:0]	<= r03r[27:0] ;
		s04r <= s03r;
		r05r[60:27]	<= ({r04r[61],r04r[59:27]}) + (({34{r04r[61]}}^{2'b00,s04r}) + r04r[61]);
		r05r[64:61]	<= r04r[64:61] ;
		r05r[26:0]	<= r04r[26:0] ;
		s05r <= s04r;
		r06r[59:26]	<= ({r05r[60],r05r[58:26]}) + (({34{r05r[60]}}^{2'b00,s05r}) + r05r[60]);
		r06r[64:60]	<= r05r[64:60] ;
		r06r[25:0]	<= r05r[25:0] ;
		s06r <= s05r;
		r07r[58:25]	<= ({r06r[59],r06r[57:25]}) + (({34{r06r[59]}}^{2'b00,s06r}) + r06r[59]);
		r07r[64:59]	<= r06r[64:59] ;
		r07r[24:0]	<= r06r[24:0] ;
		s07r <= s06r;
		r08r[57:24]	<= ({r07r[58],r07r[56:24]}) + (({34{r07r[58]}}^{2'b00,s07r}) + r07r[58]);
		r08r[64:58]	<= r07r[64:58] ;
		r08r[23:0]	<= r07r[23:0] ;
		s08r <= s07r;
		r09r[56:23]	<= ({r08r[57],r08r[55:23]}) + (({34{r08r[57]}}^{2'b00,s08r}) + r08r[57]);
		r09r[64:57]	<= r08r[64:57] ;
		r09r[22:0]	<= r08r[22:0] ;
		s09r <= s08r;
		r10r[55:22]	<= ({r09r[56],r09r[54:22]}) + (({34{r09r[56]}}^{2'b00,s09r}) + r09r[56]);
		r10r[64:56]	<= r09r[64:56] ;
		r10r[21:0]	<= r09r[21:0] ;
		s10r <= s09r;
		r11r[54:21]	<= ({r10r[55],r10r[53:21]}) + (({34{r10r[55]}}^{2'b00,s10r}) + r10r[55]);
		r11r[64:55]	<= r10r[64:55] ;
		r11r[20:0]	<= r10r[20:0] ;
		s11r <= s10r;
		r12r[53:20]	<= ({r11r[54],r11r[52:20]}) + (({34{r11r[54]}}^{2'b00,s11r}) + r11r[54]);
		r12r[64:54]	<= r11r[64:54] ;
		r12r[19:0]	<= r11r[19:0] ;
		s12r <= s11r;
		r13r[52:19]	<= ({r12r[53],r12r[51:19]}) + (({34{r12r[53]}}^{2'b00,s12r}) + r12r[53]);
		r13r[64:53]	<= r12r[64:53] ;
		r13r[18:0]	<= r12r[18:0] ;
		s13r <= s12r;
		r14r[51:18]	<= ({r13r[52],r13r[50:18]}) + (({34{r13r[52]}}^{2'b00,s13r}) + r13r[52]);
		r14r[64:52]	<= r13r[64:52] ;
		r14r[17:0]	<= r13r[17:0] ;
		s14r <= s13r;
		r15r[50:17]	<= ({r14r[51],r14r[49:17]}) + (({34{r14r[51]}}^{2'b00,s14r}) + r14r[51]);
		r15r[64:51]	<= r14r[64:51] ;
		r15r[16:0]	<= r14r[16:0] ;
		s15r <= s14r;
		r16r[49:16]	<= ({r15r[50],r15r[48:16]}) + (({34{r15r[50]}}^{2'b00,s15r}) + r15r[50]);
		r16r[64:50]	<= r15r[64:50] ;
		r16r[15:0]	<= r15r[15:0] ;
		s16r <= s15r;
		r17r[48:15]	<= ({r16r[49],r16r[47:15]}) + (({34{r16r[49]}}^{2'b00,s16r}) + r16r[49]);
		r17r[64:49]	<= r16r[64:49] ;
		r17r[14:0]	<= r16r[14:0] ;
		s17r <= s16r;
		r18r[47:14]	<= ({r17r[48],r17r[46:14]}) + (({34{r17r[48]}}^{2'b00,s17r}) + r17r[48]);
		r18r[64:48]	<= r17r[64:48] ;
		r18r[13:0]	<= r17r[13:0] ;
		s18r <= s17r;
		r19r[46:13]	<= ({r18r[47],r18r[45:13]}) + (({34{r18r[47]}}^{2'b00,s18r}) + r18r[47]);
		r19r[64:47]	<= r18r[64:47] ;
		r19r[12:0]	<= r18r[12:0] ;
		s19r <= s18r;
		r20r[45:12]	<= ({r19r[46],r19r[44:12]}) + (({34{r19r[46]}}^{2'b00,s19r}) + r19r[46]);
		r20r[64:46]	<= r19r[64:46] ;
		r20r[11:0]	<= r19r[11:0] ;
		s20r <= s19r;
		r21r[44:11]	<= ({r20r[45],r20r[43:11]}) + (({34{r20r[45]}}^{2'b00,s20r}) + r20r[45]);
		r21r[64:45]	<= r20r[64:45] ;
		r21r[10:0]	<= r20r[10:0] ;
		s21r <= s20r;
		r22r[43:10]	<= ({r21r[44],r21r[42:10]}) + (({34{r21r[44]}}^{2'b00,s21r}) + r21r[44]);
		r22r[64:44]	<= r21r[64:44] ;
		r22r[9:0]	<= r21r[9:0] ;
		s22r <= s21r;
		r23r[42:9]	<= ({r22r[43],r22r[41:9]}) + (({34{r22r[43]}}^{2'b00,s22r}) + r22r[43]);
		r23r[64:43]	<= r22r[64:43] ;
		r23r[8:0]	<= r22r[8:0] ;
		s23r <= s22r;
		r24r[41:8]	<= ({r23r[42],r23r[40:8]}) + (({34{r23r[42]}}^{2'b00,s23r}) + r23r[42]);
		r24r[64:42]	<= r23r[64:42] ;
		r24r[7:0]	<= r23r[7:0] ;
		s24r <= s23r;
		r25r[40:7]	<= ({r24r[41],r24r[39:7]}) + (({34{r24r[41]}}^{2'b00,s24r}) + r24r[41]);
		r25r[64:41]	<= r24r[64:41] ;
		r25r[6:0]	<= r24r[6:0] ;
		s25r <= s24r;
		r26r[39:6]	<= ({r25r[40],r25r[38:6]}) + (({34{r25r[40]}}^{2'b00,s25r}) + r25r[40]);
		r26r[64:40]	<= r25r[64:40] ;
		r26r[5:0]	<= r25r[5:0] ;
		s26r <= s25r;
		r27r[38:5]	<= ({r26r[39],r26r[37:5]}) + (({34{r26r[39]}}^{2'b00,s26r}) + r26r[39]);
		r27r[64:39]	<= r26r[64:39] ;
		r27r[4:0]	<= r26r[4:0] ;
		s27r <= s26r;
		r28r[37:4]	<= ({r27r[38],r27r[36:4]}) + (({34{r27r[38]}}^{2'b00,s27r}) + r27r[38]);
		r28r[64:38]	<= r27r[64:38] ;
		r28r[3:0]	<= r27r[3:0] ;
		s28r <= s27r;
		r29r[36:3]	<= ({r28r[37],r28r[35:3]}) + (({34{r28r[37]}}^{2'b00,s28r}) + r28r[37]);
		r29r[64:37]	<= r28r[64:37] ;
		r29r[2:0]	<= r28r[2:0] ;
		s29r <= s28r;
		r30r[35:2]	<= ({r29r[36],r29r[34:2]}) + (({34{r29r[36]}}^{2'b00,s29r}) + r29r[36]);
		r30r[64:36]	<= r29r[64:36] ;
		r30r[1:0]	<= r29r[1:0] ;
		s30r <= s29r;
		r31r[34:1]	<= ({r30r[35],r30r[33:1]}) + (({34{r30r[35]}}^{2'b00,s30r}) + r30r[35]);
		r31r[64:35]	<= r30r[64:35] ;
		r31r[0:0]	<= r30r[0:0] ;
		s31r <= s30r;
		r32r[33:0]	<= ({r31r[34],r31r[32:0]}) + (({34{r31r[34]}}^{2'b00,s31r}) + r31r[34]);
		r32r[64:34]	<= r31r[64:34] ;
	end
end
assign DOUT = r32r[64:33];
endmodule
[design/flow/run.sh]
#!/bin/bash
# OpenROAD 26Q1-2900-gdf79404cd8, Yosys 0.63+post, stock flow scripts
make -C /OpenROAD-flow-scripts/flow DESIGN_CONFIG=/design/flow/config.mk WORK_HOME=/design/flow/orfs finish
[design/flow/config.mk]
export PLATFORM = sky130hd
export DESIGN_NAME = aq_div32x32
export DESIGN_NICKNAME = aq_div32x32
export VERILOG_FILES = /design/flow/design.v
export SDC_FILE = /design/flow/constraint.sdc
export NUM_CORES = 4
export LEC_CHECK = 1
export CORE_UTILIZATION = 40
[design/flow/constraint.sdc]
current_design aq_div32x32

set clk_period 13.6
set clk_io_pct 0.2

create_clock -name clk0 -period $clk_period [get_ports {CLK}]

set non_clock_inputs [all_inputs -no_clocks]
set_input_delay [expr $clk_period * $clk_io_pct] -clock clk0 $non_clock_inputs
set_output_delay [expr $clk_period * $clk_io_pct] -clock clk0 [all_outputs]
==> deck_impl_summary.md <==
Key Metrics from the Run

Placement
  • GPL Wtd Cong: 0.9278
  • Worst slack at placement: 7.475 ns
  • Final HPWL DP: 179.5 mm
  • Port buffer count: 97

Layout
  • Most numerous logic cells after layout: dfrtp_1, xor2_1, ha_1
  • # fillers: 28.57k
  • Most used logic cell in the final layout: dfrtp_1
  • Core Util, Final: 0.4560
  • Comb. cell area: 54620 sq um
  • Storage cell area: 76900 sq um
  • Share of cells above drive strength 1: 0.06454
  • Layout area overhead: 13.34%

Logic synthesis
  • Ys Warns: 1
  • Syn Area/Cell: 12.43 sq um
  • Post-Syn Instances: 10.70k
  • Dominant flop cell: dfrtp_1
  • Cell area after synthesis: 133000 sq um
  • Post-synth seq share: 0.5781
  • Async set or reset register ratio after synthesis: 1.000
  • Count of library flops with an enable pin: 0
  • Yosys cell count: 10.70k
  • Library cells used by synthesis: 80
  • Post-synth regs: 3072
  • Area reported by Yosys stat: 133000 sq um

Clock network
  • Cts repair resizes: 0
  • Clk ins delay skew pair: 0.83 ns
  • Number of CTS-inserted buffers: 325
  • Sink Count: 3072
  • CTS H-Tree Depth: 5
  • CTS tree: done
  • Hold_buf cts: 0
  • Post-CTS Setup Bufs: 0
  • CTS Buffer Depth: 4
  • Reg clk slew, reported paths: 0.11 ns
  • Root Buffer: clkbuf_16

Route
  • Iter 0 DRT Violations: 3426
  • DRC viols: 0
  • DRT met1 WL: 101.8 mm
  • Highest Signal Layer: met5
  • Drt pass-1 iters: 7
  • Post-DR vias/cell: 5.016
  • Met2 Routed Length: 128.2 mm
  • Per-cell routed wire length: 15.84 um
  • Post-route ant nets: 0
  • WL final: 247.9 mm
  • Met3 wire len: 9.345 mm
  • Via count: 78.50k

Run
  • Max-cap violations: 0
  • Tool warnings: 56

Global routing
  • Global-route wire length before repair: 418.9 mm
  • GR Overflow Total: 0
  • Global Route Usage Sum: 0.1583
  • Vias in the first global route: 82.58k
  • Initial antenna violation count: 2
  • Pin count of the biggest net entering global routing: 143

Setup path
  • Worst path arrival time: 6.04 ns
  • WS Path Type: in2async
  • CP max stage cell: buf_4
  • CP Launch Type: input port
  • Required time worst endpoint: 14.50 ns
  • CP cell instances: buf_16, buf_4, buf_4, buf_12, buf_4
  • CP Depth: 5
  • Slowest stage delay, CP: 0.71 ns
  • Top cell family by delay on the critical path: buffers and inverters
  • CP max FO: 126
  • Kind of end point of the critical path: asynchronous set/reset pin
  • Most used cell, CP: buf_4
  • Worst path bufs/invs: 5
  • Cells on worst reg2reg path: 12

Final timing
  • Hold Fails Final Rpt: 0
  • Final worst path period share: 0.3785
  • Post-layout min period: 5.148 ns
  • RSZ-0062 raised after global routing: false
  • Rel. slew slack: 0.3478
  • Clock Skews: 0.1635 ns
  • Measured slew at the worst slew-check pin: 0.9700 ns
  • Final setup vio count: 0
  • TNS Setup: 0 ns
  • Final WS setup: 8.452 ns
  • Max Fclk: 0.1943 GHz
  • Fin. max-slew vios: 0

Min path
  • Worst min-delay path class: reg2reg
  • WHS Path Cells: 0

Floorplan
  • Fp_density: 0.4023
  • Die X: 578.6 um
  • CORE AREA: 330500 sq um
  • Die footprint: 334800 sq um
  • Ports: 98
  • Floorplan row count: 211
  • Die Y: 578.6 um

Run status
  • Status: complete, no violations
## cell usage after synthesis, types with 11 or more instances
cell type	instances	area (sq um)
a2111oi_0	15	131.4
a211o_1	18	157.7
a211oi_1	95	713.2
a21boi_0	27	202.7
a21o_1	494	3709
a21oi_1	812	4064
a221o_1	20	200.2
a221oi_1	24	210.2
a311oi_1	14	122.6
a31o_2	18	157.7
a31oi_1	85	531.8
a41o_1	12	120.1
a41oi_1	27	236.5
and2_1	51	319.1
and3_1	96	600.6
and4_1	11	96.34
buf_1	51	191.4
clkbuf_1	141	529.3
dfrtp_1	3072	76870
fa_1	30	600.6
ha_1	994	12440
inv_1	205	769.5
mux2_2	30	337.8
nand2_1	410	1539
nand2b_1	100	625.6
nand3_1	143	715.7
nand4_1	83	519.3
nor2_1	494	1854
nor2b_1	122	763.2
nor3_1	134	670.6
nor4_1	25	156.4
o211ai_1	32	240.2
o21a_1	111	833.3
o21ai_0	403	2017
o21bai_1	149	1119
o221ai_1	14	122.6
o22ai_1	17	106.4
o31a_1	13	113.9
o31ai_1	45	337.8
or2_2	23	143.9
or3_1	50	312.8
xnor2_1	585	5124
xor2_1	1250	10950
## worst paths after layout
kind / startpoint / end / slack, ns
setup / recovery: RST_N / r05r[64]$_DFF_PN0_ / 8.45
min in group asynchronous: RST_N / r32r[34]$_DFF_PN0_ / 1.67
setup reg to reg: r27r[38]$_DFF_PN0_ / r28r[32]$_DFF_PN0_ / 8.65
hold / removal: r00r[9]$_DFF_PN0_ / r01r[9]$_DFF_PN0_ / 0.22
max in group clk0: r27r[38]$_DFF_PN0_ / r28r[32]$_DFF_PN0_ / 8.65
hold reg to reg: r00r[9]$_DFF_PN0_ / r01r[9]$_DFF_PN0_ / 0.22
## layout make-up
class | instances | area share
diodes | 4 | 0.00006641
repair buffers | 195 | 0.01227
clock inverters | 106 | 0.009870
multi-input cells | 7225 | 0.3624
well taps | 4366 | 0.03624
flip-flops and latches | 3072 | 0.5102
inverters | 205 | 0.005105
clock buffers | 477 | 0.06385
## routing by layer
| layer | GRT usage | vias to the layer above |
|---|---|---|
| met5 | 0 | - |
| met4 | 0.04661 | 2 |
| met3 | 0.02362 | 510 |
| met2 | 0.2754 | 1229 |
| met1 | 0.2101 | 38570 |
| li1 | - | 38190 |
## stage by stage
stage                     instance area (sq um)  hold WS, ns  cells
after floorplan                          133000       0.3312  10700
after global placement                   139600       0.3310  15060
after detailed placement                 139600       0.3347  15060
after CTS                                150700       0.2169  15650
after global routing                     150700       0.2154  15650
final                                    150700       0.2171  15650
## cells by family (layout without fill, tap and decap cells)
group / Yosys count / count (layout) / share of synthesized area
fa+ha+maj: 1024 / 1024 / 0.09804
xor+xnor: 1835 / 1835 / 0.1209
flops: 3072 / 3072 / 0.5781
simple gates: 1775 / 1775 / 0.06462
compound gates: 2556 / 2556 / 0.1243
other cells: 0 / 4 / 0
mux: 35 / 35 / 0.002917
buf+inv: 398 / 983 / 0.01124
