## design/flow/design.v

```verilog
 module aq_div31x31(
	input			RST_N,
	input			CLK,
	input [30:0]	DINA,
	input [30:0]	DINB,
	output [30:0]	QOUT,
	output [30:0]	ROUT
);
reg [62:0] r00r;
reg [62:0] r01r;
reg [62:0] r02r;
reg [62:0] r03r;
reg [62:0] r04r;
reg [62:0] r05r;
reg [62:0] r06r;
reg [62:0] r07r;
reg [62:0] r08r;
reg [62:0] r09r;
reg [62:0] r10r;
reg [62:0] r11r;
reg [62:0] r12r;
reg [62:0] r13r;
reg [62:0] r14r;
reg [62:0] r15r;
reg [62:0] r16r;
reg [62:0] r17r;
reg [62:0] r18r;
reg [62:0] r19r;
reg [62:0] r20r;
reg [62:0] r21r;
reg [62:0] r22r;
reg [62:0] r23r;
reg [62:0] r24r;
reg [62:0] r25r;
reg [62:0] r26r;
reg [62:0] r27r;
reg [62:0] r28r;
reg [62:0] r29r;
reg [62:0] r30r;
reg [62:0] r31r;
reg [30:0] s00r;
reg [30:0] s01r;
reg [30:0] s02r;
reg [30:0] s03r;
reg [30:0] s04r;
reg [30:0] s05r;
reg [30:0] s06r;
reg [30:0] s07r;
reg [30:0] s08r;
reg [30:0] s09r;
reg [30:0] s10r;
reg [30:0] s11r;
reg [30:0] s12r;
reg [30:0] s13r;
reg [30:0] s14r;
reg [30:0] s15r;
reg [30:0] s16r;
reg [30:0] s17r;
reg [30:0] s18r;
reg [30:0] s19r;
reg [30:0] s20r;
reg [30:0] s21r;
reg [30:0] s22r;
reg [30:0] s23r;
reg [30:0] s24r;
reg [30:0] s25r;
reg [30:0] s26r;
reg [30:0] s27r;
reg [30:0] s28r;
reg [30:0] s29r;
reg [30:0] s30r;
reg [30:0] s31r;
always @(negedge RST_N or posedge CLK) begin
	if(!RST_N) begin
		r00r <= 63'd0;
		r01r <= 63'd0;
		r02r <= 63'd0;
		r03r <= 63'd0;
		r04r <= 63'd0;
		r05r <= 63'd0;
		r06r <= 63'd0;
		r07r <= 63'd0;
		r08r <= 63'd0;
		r09r <= 63'd0;
		r10r <= 63'd0;
		r11r <= 63'd0;
		r12r <= 63'd0;
		r13r <= 63'd0;
		r14r <= 63'd0;
		r15r <= 63'd0;
		r16r <= 63'd0;
		r17r <= 63'd0;
		r18r <= 63'd0;
		r19r <= 63'd0;
		r20r <= 63'd0;
		r21r <= 63'd0;
		r22r <= 63'd0;
		r23r <= 63'd0;
		r24r <= 63'd0;
		r25r <= 63'd0;
		r26r <= 63'd0;
		r27r <= 63'd0;
		r28r <= 63'd0;
		r29r <= 63'd0;
		r30r <= 63'd0;
		r31r <= 63'd0;
		s00r <= 31'd0;
		s01r <= 31'd0;
		s02r <= 31'd0;
		s03r <= 31'd0;
		s04r <= 31'd0;
		s05r <= 31'd0;
		s06r <= 31'd0;
		s07r <= 31'd0;
		s08r <= 31'd0;
		s09r <= 31'd0;
		s10r <= 31'd0;
		s11r <= 31'd0;
		s12r <= 31'd0;
		s13r <= 31'd0;
		s14r <= 31'd0;
		s15r <= 31'd0;
		s16r <= 31'd0;
		s17r <= 31'd0;
		s18r <= 31'd0;
		s19r <= 31'd0;
		s20r <= 31'd0;
		s21r <= 31'd0;
		s22r <= 31'd0;
		s23r <= 31'd0;
		s24r <= 31'd0;
		s25r <= 31'd0;
		s26r <= 31'd0;
		s27r <= 31'd0;
		s28r <= 31'd0;
		s29r <= 31'd0;
		s30r <= 31'd0;
	end else begin
		r00r[62:0]	<= {1'b1, 31'd0, DINA};
		s00r 		<= DINB;
		r01r[62:30]	<= ({1'b1,r00r[61:30]}) + (~{2'b00,s00r}) + 1;
		r01r[29:0]	<= r00r[29:0] ;
		s01r <= s00r;
		r02r[61:29]	<= ({r01r[62],r01r[60:29]}) + (({33{r01r[62]}}^{2'b00,s01r}) + r01r[62]);
		r02r[62:62]	<= r01r[62:62] ;
		r02r[28:0]	<= r01r[28:0] ;
		s02r <= s01r;
		r03r[60:28]	<= ({r02r[61],r02r[59:28]}) + (({33{r02r[61]}}^{2'b00,s02r}) + r02r[61]);
		r03r[62:61]	<= r02r[62:61] ;
		r03r[27:0]	<= r02r[27:0] ;
		s03r <= s02r;
		r04r[59:27]	<= ({r03r[60],r03r[58:27]}) + (({33{r03r[60]}}^{2'b00,s03r}) + r03r[60]);
		r04r[62:60]	<= r03r[62:60] ;
		r04r[26:0]	<= r03r[26:0] ;
		s04r <= s03r;
		r05r[58:26]	<= ({r04r[59],r04r[57:26]}) + (({33{r04r[59]}}^{2'b00,s04r}) + r04r[59]);
		r05r[62:59]	<= r04r[62:59] ;
		r05r[25:0]	<= r04r[25:0] ;
		s05r <= s04r;
		r06r[57:25]	<= ({r05r[58],r05r[56:25]}) + (({33{r05r[58]}}^{2'b00,s05r}) + r05r[58]);
		r06r[62:58]	<= r05r[62:58] ;
		r06r[24:0]	<= r05r[24:0] ;
		s06r <= s05r;
		r07r[56:24]	<= ({r06r[57],r06r[55:24]}) + (({33{r06r[57]}}^{2'b00,s06r}) + r06r[57]);
		r07r[62:57]	<= r06r[62:57] ;
		r07r[23:0]	<= r06r[23:0] ;
		s07r <= s06r;
		r08r[55:23]	<= ({r07r[56],r07r[54:23]}) + (({33{r07r[56]}}^{2'b00,s07r}) + r07r[56]);
		r08r[62:56]	<= r07r[62:56] ;
		r08r[22:0]	<= r07r[22:0] ;
		s08r <= s07r;
		r09r[54:22]	<= ({r08r[55],r08r[53:22]}) + (({33{r08r[55]}}^{2'b00,s08r}) + r08r[55]);
		r09r[62:55]	<= r08r[62:55] ;
		r09r[21:0]	<= r08r[21:0] ;
		s09r <= s08r;
		r10r[53:21]	<= ({r09r[54],r09r[52:21]}) + (({33{r09r[54]}}^{2'b00,s09r}) + r09r[54]);
		r10r[62:54]	<= r09r[62:54] ;
		r10r[20:0]	<= r09r[20:0] ;
		s10r <= s09r;
		r11r[52:20]	<= ({r10r[53],r10r[51:20]}) + (({33{r10r[53]}}^{2'b00,s10r}) + r10r[53]);
		r11r[62:53]	<= r10r[62:53] ;
		r11r[19:0]	<= r10r[19:0] ;
		s11r <= s10r;
		r12r[51:19]	<= ({r11r[52],r11r[50:19]}) + (({33{r11r[52]}}^{2'b00,s11r}) + r11r[52]);
		r12r[62:52]	<= r11r[62:52] ;
		r12r[18:0]	<= r11r[18:0] ;
		s12r <= s11r;
		r13r[50:18]	<= ({r12r[51],r12r[49:18]}) + (({33{r12r[51]}}^{2'b00,s12r}) + r12r[51]);
		r13r[62:51]	<= r12r[62:51] ;
		r13r[17:0]	<= r12r[17:0] ;
		s13r <= s12r;
		r14r[49:17]	<= ({r13r[50],r13r[48:17]}) + (({33{r13r[50]}}^{2'b00,s13r}) + r13r[50]);
		r14r[62:50]	<= r13r[62:50] ;
		r14r[16:0]	<= r13r[16:0] ;
		s14r <= s13r;
		r15r[48:16]	<= ({r14r[49],r14r[47:16]}) + (({33{r14r[49]}}^{2'b00,s14r}) + r14r[49]);
		r15r[62:49]	<= r14r[62:49] ;
		r15r[15:0]	<= r14r[15:0] ;
		s15r <= s14r;
		r16r[47:15]	<= ({r15r[48],r15r[46:15]}) + (({33{r15r[48]}}^{2'b00,s15r}) + r15r[48]);
		r16r[62:48]	<= r15r[62:48] ;
		r16r[14:0]	<= r15r[14:0] ;
		s16r <= s15r;
		r17r[46:14]	<= ({r16r[47],r16r[45:14]}) + (({33{r16r[47]}}^{2'b00,s16r}) + r16r[47]);
		r17r[62:47]	<= r16r[62:47] ;
		r17r[13:0]	<= r16r[13:0] ;
		s17r <= s16r;
		r18r[45:13]	<= ({r17r[46],r17r[44:13]}) + (({33{r17r[46]}}^{2'b00,s17r}) + r17r[46]);
		r18r[62:46]	<= r17r[62:46] ;
		r18r[12:0]	<= r17r[12:0] ;
		s18r <= s17r;
		r19r[44:12]	<= ({r18r[45],r18r[43:12]}) + (({33{r18r[45]}}^{2'b00,s18r}) + r18r[45]);
		r19r[62:45]	<= r18r[62:45] ;
		r19r[11:0]	<= r18r[11:0] ;
		s19r <= s18r;
		r20r[43:11]	<= ({r19r[44],r19r[42:11]}) + (({33{r19r[44]}}^{2'b00,s19r}) + r19r[44]);
		r20r[62:44]	<= r19r[62:44] ;
		r20r[10:0]	<= r19r[10:0] ;
		s20r <= s19r;
		r21r[42:10]	<= ({r20r[43],r20r[41:10]}) + (({33{r20r[43]}}^{2'b00,s20r}) + r20r[43]);
		r21r[62:43]	<= r20r[62:43] ;
		r21r[9:0]	<= r20r[9:0] ;
		s21r <= s20r;
		r22r[41:9]	<= ({r21r[42],r21r[40:9]}) + (({33{r21r[42]}}^{2'b00,s21r}) + r21r[42]);
		r22r[62:42]	<= r21r[62:42] ;
		r22r[8:0]	<= r21r[8:0] ;
		s22r <= s21r;
		r23r[40:8]	<= ({r22r[41],r22r[39:8]}) + (({33{r22r[41]}}^{2'b00,s22r}) + r22r[41]);
		r23r[62:41]	<= r22r[62:41] ;
		r23r[7:0]	<= r22r[7:0] ;
		s23r <= s22r;
		r24r[39:7]	<= ({r23r[40],r23r[38:7]}) + (({33{r23r[40]}}^{2'b00,s23r}) + r23r[40]);
		r24r[62:40]	<= r23r[62:40] ;
		r24r[6:0]	<= r23r[6:0] ;
		s24r <= s23r;
		r25r[38:6]	<= ({r24r[39],r24r[37:6]}) + (({33{r24r[39]}}^{2'b00,s24r}) + r24r[39]);
		r25r[62:39]	<= r24r[62:39] ;
		r25r[5:0]	<= r24r[5:0] ;
		s25r <= s24r;
		r26r[37:5]	<= ({r25r[38],r25r[36:5]}) + (({33{r25r[38]}}^{2'b00,s25r}) + r25r[38]);
		r26r[62:38]	<= r25r[62:38] ;
		r26r[4:0]	<= r25r[4:0] ;
		s26r <= s25r;
		r27r[36:4]	<= ({r26r[37],r26r[35:4]}) + (({33{r26r[37]}}^{2'b00,s26r}) + r26r[37]);
		r27r[62:37]	<= r26r[62:37] ;
		r27r[3:0]	<= r26r[3:0] ;
		s27r <= s26r;
		r28r[35:3]	<= ({r27r[36],r27r[34:3]}) + (({33{r27r[36]}}^{2'b00,s27r}) + r27r[36]);
		r28r[62:36]	<= r27r[62:36] ;
		r28r[2:0]	<= r27r[2:0] ;
		s28r <= s27r;
		r29r[34:2]	<= ({r28r[35],r28r[33:2]}) + (({33{r28r[35]}}^{2'b00,s28r}) + r28r[35]);
		r29r[62:35]	<= r28r[62:35] ;
		r29r[1:0]	<= r28r[1:0] ;
		s29r <= s28r;
		r30r[33:1]	<= ({r29r[34],r29r[32:1]}) + (({33{r29r[34]}}^{2'b00,s29r}) + r29r[34]);
		r30r[62:34]	<= r29r[62:34] ;
		r30r[0:0]	<= r29r[0:0] ;
		s30r <= s29r;
		r31r[32:0]	<= ({r30r[33],r30r[31:0]}) + (({33{r30r[33]}}^{2'b00,s30r}) + r30r[33]);
		r31r[62:33]	<= r30r[62:33] ;
		s31r <= s30r;
	end
end
assign QOUT = r31r[62:32];
assign ROUT = (r31r[31])?(r31r[30:0]+s31r):r31r[30:0];
endmodule
 module asuna_sdiv_32x32(
	input			system_clock,
	input			system_reset,
	input			__call_sdiv_req,
	output			__call_sdiv_ready,
	output 			__call_sdiv_done,
	input [31:0]	__call_sdiv_args_0,
	input [31:0]	__call_sdiv_args_1,
	output signed [31:0]	__call_sdiv_q,
	output signed [31:0]	__call_sdiv_r
);
reg [33:0] flag_done;
reg [33:0] flag_signed;
reg [30:0] reg_args_0, reg_args_1;
wire [30:0] wire_q, wire_r;
assign __call_sdiv_done		= flag_done[33];
assign __call_sdiv_ready	= 1;
assign __call_sdiv_q = {flag_signed[33], wire_q};
assign __call_sdiv_r = {0, wire_r};
always @(posedge system_clock or negedge system_reset) begin
	if(!system_reset) begin
		flag_done <= 0;
		flag_signed <= 0;
		reg_args_0 <= 0;
		reg_args_1 <= 0;
	end else begin
		flag_done[33:0] <= {flag_done[32:0], __call_sdiv_req};
		flag_signed[33:0] <= {flag_signed[32:0], (__call_sdiv_args_0[31] ^ __call_sdiv_args_1[31])};
		reg_args_0[30:0] <= (__call_sdiv_args_0[31])?(~__call_sdiv_args_0[30:0]+1):(__call_sdiv_args_0[30:0]);
		reg_args_1[30:0] <= (__call_sdiv_args_1[31])?(~__call_sdiv_args_1[30:0]+1):(__call_sdiv_args_1[30:0]);
	end
end
aq_div31x31 u_aq_div31x31(
	.RST_N	( system_reset			),
	.CLK	( system_clock			),
	.DINA	( reg_args_0	),
	.DINB	( reg_args_1	),
	.QOUT	( wire_q			),
	.ROUT	( wire_r			)
);
endmodule
```

## design/flow/run.sh

```bash
#!/bin/bash
# OpenROAD 26Q1-2900-gdf79404cd8, Yosys 0.63+post, stock flow scripts
make -C /OpenROAD-flow-scripts/flow DESIGN_CONFIG=/design/flow/config.mk WORK_HOME=/design/flow/orfs finish
```

## design/flow/config.mk

```make
export PLATFORM = sky130hd
export DESIGN_NAME = asuna_sdiv_32x32
export DESIGN_NICKNAME = asuna_sdiv_32x32
export VERILOG_FILES = /design/flow/design.v
export SDC_FILE = /design/flow/constraint.sdc
export NUM_CORES = 4
export LEC_CHECK = 1
export CORE_UTILIZATION = 40
```

## design/flow/constraint.sdc

```tcl
current_design asuna_sdiv_32x32

set clk_period 12.7
set clk_io_pct 0.2

create_clock -name clk0 -period $clk_period [get_ports {system_clock}]

set non_clock_inputs [all_inputs -no_clocks]
set_input_delay [expr $clk_period * $clk_io_pct] -clock clk0 $non_clock_inputs
set_output_delay [expr $clk_period * $clk_io_pct] -clock clk0 [all_outputs]
```

==> results.txt <==
run metrics: FP Rows 212, Placed Area 142000 µm², final setup violation count 0, area growth from synthesis to layout 13.8%, Syn Inst Count 10939, IO Pins 133, Final Hold Vio Count 0, r2r worst-path depth 14, IO Port Bufs 130, Initial Util 0.403, Crit Path Max Fanout 4, total die area 340000 µm², Post-Syn Area 135000 µm², Synthesis Warnings 2, crit path launch type flop, RD Place Congestion 0.917, # DRC 0, required time of the worst setup path 10160 ps, Tool Warnings 142, Slew Limit Headroom 0.318, setup TNS 0 ps, Placeable Area 335000 µm², worst slew pin tran 1010 ps, Final Critical Period 7530 ps, Critical Path AT 4990 ps, drt pass-1 iters 6, post-CTS setup buffer count 0, post-route ant nets 0, Tcrit/Tclk final 0.593, # fillers 29033, hold path cells 0, GR Overflow Total 0, yosys cell count 10939, mean post-synth cell area 12.3 µm², layout cells sized above 1 0.0679, Cell Type Count 91, status completed, Max Slew Vio Count 0, CTS tree yes, Die H 583 µm, all-layer global routing usage 0.172, Dominant flop cell dfrtp_1, unrepaired setup endpoints after global routing no, Setup Crit Path Kind flop to output pin, Yosys chip area 135000 µm², WL/cell 17.1 µm, Flops after synth 3076, via count 80457, pin count of the biggest net entering global routing 155, Placed Instances 15425, final instance area 154000 µm², CTS Buffer Depth 4, CTS Buf Count 333, clock skew 84.4 ps, min setup slack post-route 5170 ps, Top reg by flops u_aq_div31x31.r31r, Root Buffer clkbuf_16, CTS resizes 0, Max Freq 0.133 GHz, post-synthesis async set-or-reset flop share 0.990, DP HPWL 203 mm, initial DRC count 3808, Worst Hold Class flop to flop, htree depth 5, worst skew pair latency 950 ps, die width 583 µm, Post-Route WL 274 mm, vias in the first global route 82954, hold buffer count at cts 0, Place WS 6140 ps, register share after synthesis 0.571, first-pass GRT wire length 452 mm, Via density 5.02, initial antenna violation count 3, count of library flops with an enable pin 31, Crit. End Element output pin, Finished Layout Cells 16036, CTS clk-pin slew, worst paths 60 ps, # clock sinks 3076, Max Cap Violations 0, max reg flops 63
[layout make-up]
cell class / instances / area [µm²] / share of cell area
inverters: 307 / 1150 / 0.00750
clock buffers: 442 / 9460 / 0.0616
clock inverters: 166 / 2300 / 0.0150
well taps: 4494 / 5620 / 0.0366
multi-input cells: 7320 / 55800 / 0.363
diodes: 3 / 7.51 / 0.0000489
flip-flops and latches: 3076 / 77100 / 0.502
repair buffers: 228 / 2200 / 0.0143
[cells by family after synthesis]
family | after synthesis | synth area share
flip-flops | 3076 | 0.571
AND-OR/OR-AND | 2542 | 0.121
XOR/XNOR | 1837 | 0.119
AND/OR/NAND/NOR | 1808 | 0.0666
adder cells (fa/ha/maj) | 1078 | 0.102
buffers and inverters | 543 | 0.0161
multiplexers | 53 | 0.00411
other | 2 | 0.0000556
[synthesized netlist by cell type, types with 64 or more instances]
| cell | n | area [µm²] |
|---|---|---|
| inv_1 | 307 | 1150 |
| o31ai_1 | 64 | 480 |
| xnor2_1 | 649 | 5680 |
| nor2_1 | 441 | 1660 |
| ha_1 | 1047 | 13100 |
| nand3_1 | 163 | 816 |
| xor2_1 | 1188 | 10400 |
| o21bai_1 | 136 | 1020 |
| a31oi_1 | 66 | 413 |
| nand4_1 | 97 | 607 |
| a21oi_1 | 787 | 3940 |
| a21o_1 | 449 | 3370 |
| dfrtp_1 | 3045 | 76200 |
| nand2_1 | 428 | 1610 |
| o21ai_0 | 461 | 2310 |
| nor2b_1 | 164 | 1030 |
| and3_1 | 86 | 538 |
| o21a_1 | 129 | 968 |
| nand2b_1 | 140 | 876 |
| nor3_1 | 90 | 450 |
| clkbuf_1 | 141 | 529 |
[cells in the final DEF, fill, tap and decap left out, drive strengths merged, types with 31 or more instances in the layout]
master         Yosys  routed
nand3            163     163
and3              86      86
clkbuf           142     442
a31o              38      38
or3               39      39
a211oi            58      58
ha              1047    1047
nor3              90      90
a21o             449     449
o211ai            34      34
fa                31      31
mux2i             33      33
a211o             32      32
o21bai           136     136
o21ai            475     475
bufinv             0      44
nand4             97      97
o21a             129     129
nor2             441     441
edfxtp            31      31
buf               94      99
a31oi             66      66
a21oi            788     788
clkinv             0      79
o31ai             69      69
inv              307     322
xor2            1188    1188
xnor2            649     649
nand2b           140     140
clkdlybuf4s50      0     129
nor2b            164     164
nor4              32      32
and2              34      34
nand2            428     428
dfrtp           3045    3045
[routing by layer]
layer	up-vias	wire length, µm	track usage
met5	-	0	0
met4	0	7240	0.0388
met3	461	13300	0.0310
met2	1484	130000	0.272
met1	39708	124000	0.257
li1	38804	-	-
[stage by stage]
stage	util	hold slack, ps
after detailed placement	0.424	335
final	0.459	273
after floorplan	-	331
after CTS	0.459	263
after global routing	0.459	283
after global placement	0.424	331
[worst max-delay path, stage by stage (launching register included)]
cell and delay [ps]:
edfxtp_1 360, ha_1 250, fa_1 410, a21oi_1 240, nand4b_1 190, a21oi_1 130, o21a_1 250, o311ai_0 710
a31oi_1 360, a21oi_1 320, nand3_1 110, o31ai_1 110, xor2_1 190, clkdlybuf4s50_1 480
[worst paths after layout]
path | startpoint | to | slack, ps
hold / removal | flag_done[9]$_DFF_PN0_ | flag_done[10]$_DFF_PN0_ | 270
hold reg to reg | flag_done[9]$_DFF_PN0_ | flag_done[10]$_DFF_PN0_ | 270
setup reg to reg | u_aq_div31x31.r01r[62]$_DFF_PN0_ | u_aq_div31x31.r02r[55]$_DFF_PN0_ | 8120
max in group asynchronous | system_reset | u_aq_div31x31.r04r[4]$_DFF_PN0_ | 7990
setup / recovery | u_aq_div31x31.s31r[0]$_DFFE_PP_ | __call_sdiv_r[30] | 5170
min in group asynchronous | system_reset | u_aq_div31x31.r30r[50]$_DFF_PN0_ | 1530
