==> ./run.sh <==
#!/bin/bash
# OpenROAD 26Q1-2900-gdf79404cd8, Yosys 0.63+post, stock flow scripts
make -C /OpenROAD-flow-scripts/flow DESIGN_CONFIG=/design/flow/config.mk WORK_HOME=/design/flow/orfs finish
==> ./config.mk <==
export PLATFORM = sky130hd
export DESIGN_NAME = aq_axi_master32_single
export DESIGN_NICKNAME = aq_axi_master32_single
export VERILOG_FILES = /design/flow/design.v
export SDC_FILE = /design/flow/constraint.sdc
export NUM_CORES = 4
export LEC_CHECK = 1
export CORE_UTILIZATION = 30
==> ./constraint.sdc <==
current_design aq_axi_master32_single

set clk_period 7.5
set clk_io_pct 0.2

create_clock -name clk0 -period $clk_period [get_ports {ACLK}]

set non_clock_inputs [all_inputs -no_clocks]
set_input_delay [expr $clk_period * $clk_io_pct] -clock clk0 $non_clock_inputs
set_output_delay [expr $clk_period * $clk_io_pct] -clock clk0 [all_outputs]
==> ./design.v <==
 module aq_axi_master32_single(
  input           ARESETN,
  input           ACLK,
  output [0:0]  M_AXI_AWID,
  output [31:0] M_AXI_AWADDR,
  output [7:0]  M_AXI_AWLEN,
  output [2:0]  M_AXI_AWSIZE,
  output [1:0]  M_AXI_AWBURST,
  output        M_AXI_AWLOCK,
  output [3:0]  M_AXI_AWCACHE,
  output [2:0]  M_AXI_AWPROT,
  output [3:0]  M_AXI_AWQOS,
  output [0:0]  M_AXI_AWUSER,
  output        M_AXI_AWVALID,
  input         M_AXI_AWREADY,
  output [31:0] M_AXI_WDATA,
  output [3:0]  M_AXI_WSTRB,
  output        M_AXI_WLAST,
  output [0:0]  M_AXI_WUSER,
  output        M_AXI_WVALID,
  input         M_AXI_WREADY,
  input [0:0]   M_AXI_BID,
  input [1:0]   M_AXI_BRESP,
  input [0:0]   M_AXI_BUSER,
  input         M_AXI_BVALID,
  output        M_AXI_BREADY,
  output [0:0]  M_AXI_ARID,
  output [31:0] M_AXI_ARADDR,
  output [7:0]  M_AXI_ARLEN,
  output [2:0]  M_AXI_ARSIZE,
  output [1:0]  M_AXI_ARBURST,
  output [1:0]  M_AXI_ARLOCK,
  output [3:0]  M_AXI_ARCACHE,
  output [2:0]  M_AXI_ARPROT,
  output [3:0]  M_AXI_ARQOS,
  output [0:0]  M_AXI_ARUSER,
  output        M_AXI_ARVALID,
  input         M_AXI_ARREADY,
  input [0:0]   M_AXI_RID,
  input [31:0]  M_AXI_RDATA,
  input [1:0]   M_AXI_RRESP,
  input         M_AXI_RLAST,
  input [0:0]   M_AXI_RUSER,
  input         M_AXI_RVALID,
  output        M_AXI_RREADY,
  input         MASTER_RST,
  input         WR_START,
  input [31:0]  WR_ADRS,
  input [31:0]  WR_LEN,
  output        WR_READY,
  output        WR_DONE,
  input [31:0]  WR_DATA,
  input         RD_START,
  input [31:0]  RD_ADRS,
  input [31:0]  RD_LEN,
  output        RD_READY,
  output        RD_DONE,
  output [31:0] RD_DATA
);
  localparam S_WR_IDLE  = 3'd0;
  localparam S_WA_WAIT  = 3'd1;
  localparam S_WA_START = 3'd2;
  localparam S_WD_WAIT  = 3'd3;
  localparam S_WD_PROC  = 3'd4;
  localparam S_WR_WAIT  = 3'd5;
  reg [2:0]   wr_state;
  reg [31:0]  reg_wr_adrs;
  reg [31:0]  reg_wr_len;
  reg         reg_awvalid, reg_wvalid, reg_w_last;
  reg [7:0]   reg_w_len;
  reg [7:0]   reg_w_stb;
  reg [1:0]   reg_wr_status;
  reg [3:0]   reg_w_count, reg_r_count;
  reg [31:0]    reg_wr_data;
  reg [7:0]   rd_chkdata, wr_chkdata;
  reg [1:0]   resp;
  always @(posedge ACLK or negedge ARESETN) begin
    if(!ARESETN) begin
      wr_state            <= S_WR_IDLE;
      reg_wr_adrs[31:0]   <= 32'd0;
      reg_wr_len[31:0]    <= 32'd0;
      reg_awvalid         <= 1'b0;
      reg_wvalid          <= 1'b0;
      reg_w_last          <= 1'b0;
      reg_w_len[7:0]      <= 8'd0;
      reg_w_stb[7:0]      <= 8'd0;
      reg_wr_status[1:0]  <= 2'd0;
      reg_w_count[3:0]    <= 4'd0;
      reg_r_count[3:0]  <= 4'd0;
      wr_chkdata          <= 8'd0;
        rd_chkdata <= 8'd0;
      resp <= 2'd0;
  end else begin
    if(MASTER_RST) begin
      wr_state <= S_WR_IDLE;
    end else begin
      case(wr_state)
        S_WR_IDLE: begin
          if(WR_START) begin
            wr_state          <= S_WA_WAIT;
            reg_wr_adrs[31:0] <= WR_ADRS[31:0];
            reg_wr_len[31:0]  <= WR_LEN[31:0] -32'd1;
            reg_wr_data[31:0]	<= WR_DATA[31:0];
          end
          reg_awvalid         <= 1'b0;
          reg_wvalid          <= 1'b0;
          reg_w_last          <= 1'b0;
          reg_w_len[7:0]      <= 8'd0;
          reg_w_stb[7:0]      <= 8'd0;
          reg_wr_status[1:0]  <= 2'd0;
        end
        S_WA_WAIT: begin
          if(reg_wr_len[31:11] == 21'd0) begin
            wr_state          <= S_WA_START;
          end
        end
        S_WA_START: begin
          wr_state            <= S_WD_WAIT;
          reg_awvalid         <= 1'b1;
          reg_wr_len[31:11]    <= reg_wr_len[31:11] - 21'd1;
          if(reg_wr_len[31:11] != 21'd0) begin
            reg_w_len[7:0]  <= 8'hFF;
            reg_w_last      <= 1'b0;
            reg_w_stb[3:0]  <= 4'hF;
          end else begin
            reg_w_len[7:0]  <= reg_wr_len[10:3];
            reg_w_last      <= 1'b1;
            case(reg_wr_len[2:0])
              3'd0: reg_w_stb[3:0]  <= 4'b0000;
              3'd1: reg_w_stb[3:0]  <= 4'b0001;
              3'd2: reg_w_stb[3:0]  <= 4'b0011;
              3'd3: reg_w_stb[3:0]  <= 4'b0111;
              3'd4: reg_w_stb[3:0]  <= 4'b1111;
              3'd5: reg_w_stb[3:0]  <= 4'b1111;
              3'd6: reg_w_stb[3:0]  <= 4'b1111;
              3'd7: reg_w_stb[3:0]  <= 4'b1111;
              default:   reg_w_stb[3:0]  <= 4'b1111;
            endcase
          end
        end
        S_WD_WAIT: begin
          if(M_AXI_AWREADY) begin
            wr_state        <= S_WD_PROC;
            reg_awvalid     <= 1'b0;
            reg_wvalid      <= 1'b1;
          end
        end
        S_WD_PROC: begin
          if(M_AXI_WREADY) begin
            if(reg_w_len[7:0] == 8'd0) begin
              wr_state        <= S_WR_WAIT;
              reg_wvalid      <= 1'b0;
              reg_w_stb[3:0]  <= 4'h0;
            end else begin
              reg_w_len[7:0]  <= reg_w_len[7:0] -8'd1;
            end
          end
        end
        S_WR_WAIT: begin
          if(M_AXI_BVALID) begin
            reg_wr_status[1:0]  <= reg_wr_status[1:0] | M_AXI_BRESP[1:0];
            if(reg_w_last) begin
              wr_state          <= S_WR_IDLE;
            end else begin
              wr_state          <= S_WA_WAIT;
              reg_wr_adrs[31:0] <= reg_wr_adrs[31:0] + 32'd2048;
            end
          end
        end
        default: begin
          wr_state <= S_WR_IDLE;
        end
      endcase
      end
    end
  end
  assign M_AXI_AWID         = 1'b0;
  assign M_AXI_AWADDR[31:0] = reg_wr_adrs[31:0];
  assign M_AXI_AWLEN[7:0]   = reg_w_len[7:0]; 
  assign M_AXI_AWSIZE[2:0]  = 2'b011; 
  assign M_AXI_AWBURST[1:0] = 2'b01; 
  assign M_AXI_AWLOCK       = 1'b0; 
  assign M_AXI_AWCACHE[3:0] = 4'b0011; 
  assign M_AXI_AWPROT[2:0]  = 3'b000; 
  assign M_AXI_AWQOS[3:0]   = 4'b0000; 
  assign M_AXI_AWUSER[0]    = 1'b1; 
  assign M_AXI_AWVALID      = reg_awvalid;
assign M_AXI_WDATA[ 7: 0] =	reg_wr_data[7:0];
assign M_AXI_WDATA[15: 8] =	((reg_wr_adrs[1:0] == 2'd0)?reg_wr_data[15: 8]:8'd0) |
					((reg_wr_adrs[1:0] == 2'd1)?reg_wr_data[ 7: 0]:8'd0);
assign M_AXI_WDATA[23:16] =	((reg_wr_adrs[1:0] == 2'd0)?reg_wr_data[23:16]:8'd0) |
					((reg_wr_adrs[1:0] == 2'd1)?reg_wr_data[15: 8]:8'd0) |
					((reg_wr_adrs[1:0] == 2'd2)?reg_wr_data[ 7: 0]:8'd0);
assign M_AXI_WDATA[31:24] =	((reg_wr_adrs[1:0] == 2'd0)?reg_wr_data[31:24]:8'd0) |
					((reg_wr_adrs[1:0] == 2'd1)?reg_wr_data[23:16]:8'd0) |
					((reg_wr_adrs[1:0] == 2'd2)?reg_wr_data[15: 8]:8'd0) |
					((reg_wr_adrs[1:0] == 2'd3)?reg_wr_data[ 7: 0]:8'd0);
  assign M_AXI_WSTRB[3:0]   = (reg_wvalid)?reg_w_stb:4'h0;
  assign M_AXI_WLAST        = (reg_w_len[7:0] == 8'd0)?1'b1:1'b0;
  assign M_AXI_WUSER        = 1;
  assign M_AXI_WVALID       = reg_wvalid;
  assign M_AXI_BREADY       = M_AXI_BVALID;
  assign WR_READY           = (wr_state == S_WR_IDLE)?1'b1:1'b0;
  assign WR_DONE            = ((wr_state == S_WR_WAIT) && M_AXI_BVALID)?1'b1:1'b0;
  localparam S_RD_IDLE  = 3'd0;
  localparam S_RA_WAIT  = 3'd1;
  localparam S_RA_START = 3'd2;
  localparam S_RD_WAIT  = 3'd3;
  localparam S_RD_PROC  = 3'd4;
  reg [2:0]   rd_state;
  reg [31:0]  reg_rd_adrs;
  reg [31:0]  reg_rd_len;
  reg         reg_arvalid, reg_r_last;
  reg [7:0]   reg_r_len;
  always @(posedge ACLK or negedge ARESETN) begin
    if(!ARESETN) begin
      rd_state          <= S_RD_IDLE;
      reg_rd_adrs[31:0] <= 32'd0;
      reg_rd_len[31:0]  <= 32'd0;
      reg_arvalid       <= 1'b0;
      reg_r_len[7:0]    <= 8'd0;
    end else begin
      case(rd_state)
        S_RD_IDLE: begin
          if(RD_START) begin
            rd_state          <= S_RA_WAIT;
            reg_rd_adrs[31:0] <= RD_ADRS[31:0];
            reg_rd_len[31:0]  <= RD_LEN[31:0] -32'd1;
          end
          reg_arvalid     <= 1'b0;
          reg_r_len[7:0]  <= 8'd0;
        end
        S_RA_WAIT: begin
            rd_state          <= S_RA_START;
        end
        S_RA_START: begin
          rd_state          <= S_RD_WAIT;
          reg_arvalid       <= 1'b1;
          reg_rd_len[31:11] <= reg_rd_len[31:11] -21'd1;
          if(reg_rd_len[31:11] != 21'd0) begin
            reg_r_last      <= 1'b0;
            reg_r_len[7:0]  <= 8'd255;
          end else begin
            reg_r_last      <= 1'b1;
            reg_r_len[7:0]  <= reg_rd_len[10:3];
          end
        end
        S_RD_WAIT: begin
          if(M_AXI_ARREADY) begin
            rd_state        <= S_RD_PROC;
            reg_arvalid     <= 1'b0;
          end
        end
        S_RD_PROC: begin
          if(M_AXI_RVALID) begin
            if(M_AXI_RLAST) begin
              if(reg_r_last) begin
                rd_state          <= S_RD_IDLE;
              end else begin
                rd_state          <= S_RA_WAIT;
                reg_rd_adrs[31:0] <= reg_rd_adrs[31:0] + 32'd2048;
              end
            end else begin
              reg_r_len[7:0] <= reg_r_len[7:0] -8'd1;
            end
          end
        end
      endcase
    end
  end
  assign M_AXI_ARID         = 1'b0;
  assign M_AXI_ARADDR[31:0] = reg_rd_adrs[31:0];
  assign M_AXI_ARLEN[7:0]   = reg_r_len[7:0];
  assign M_AXI_ARSIZE[2:0]  = 3'b011;
  assign M_AXI_ARBURST[1:0] = 2'b01;
  assign M_AXI_ARLOCK       = 1'b0;
  assign M_AXI_ARCACHE[3:0] = 4'b0011;
  assign M_AXI_ARPROT[2:0]  = 3'b000;
  assign M_AXI_ARQOS[3:0]   = 4'b0000;
  assign M_AXI_ARUSER[0]    = 1'b1;
  assign M_AXI_ARVALID      = reg_arvalid;
  assign M_AXI_RREADY       = M_AXI_RVALID;
  assign RD_READY           = (rd_state == S_RD_IDLE)?1'b1:1'b0;
  assign RD_DATA[31:0]		= M_AXI_RDATA[31:0];
  assign RD_DONE            = ((wr_state == S_RD_PROC) && M_AXI_RVALID)?1'b1:1'b0;
endmodule
==> notes.md <==
The full implementation flow was run.

The flow ran to the end, and the final reports show no timing, DRC or antenna violations. The worst register-to-register path begins at reg_wr_len[21]. The data arrival time reported for the critical path is 2.94 ns. STA lists the startpoint of the worst hold path as rd_state[3].

The number of warnings issued by yosys stands at 1. The type recorded for the worst min-delay path is reg2reg. The via count normalized by instance count stands at 5.15. The wire length recorded after detailed routing is 34700 um. Per the synth stats, the flop cell with the highest instance count is sky130_fd_sc_hd__dfrtp_1. The wire length of the first global-routing pass stands at about 55000 um.

The total power draw stands at 2.68 mW. The relative slew slack stands at 34.2%. The portion of the clock cycle consumed by the worst path in the final layout stands at about three fifths. The clock-pin slew on the worst setup and hold paths stands at about 0.070 ns.

The cell count listed in synth_stat.txt stands at 1310. Synthesis produced a netlist whose cell count is around 1300. The post-route netlist has 6.74% of its cells at a drive strength greater than 1.

The post-synthesis chip area from yosys stands at 11800 sq um. At the end of routability-driven placement, the weighted congestion stood at roughly 0.92. The distinct cell type count after synthesis stands at 74. The residual antenna-violating net count after detailed routing stands at 0. In this run the deepest clock path goes through 2 buffers. The buffer_ports step reported a buffer count of 296.

After detailed routing, the met3 layer carries 2630 um of wire. Dividing the synthesized area by the synthesized cell count gives 9.02 sq um. At the worst endpoint, the required time is ~6.0 ns.

The number of violations reported at the end of detailed-routing iteration 0 stands at just over 600. Relative to the synthesized area, the layout overhead comes to 30.9%. In the final run the clock tree shows a worst skew of 0.00895 ns. Summed over all routing layers, the global router reports a total usage of 17.6%. The worst setup path is captured at an output port. The flow reported a cell area power density of approximately 170 nW/um^2. STA classifies the critical path startpoint as a primary input.

The share of flip-flops with an asynchronous set or reset after synthesis stands at 82.9%. Summed over all failing endpoints, the final setup total negative slack is 0 ns. The number of global-route vias before repair came to 10000. Wire segments on met2 add up to 15900 um in the final route.

The number of logged tool warnings stands at 36. The number of hold buffers added after CTS was 0. The worst hold path stage count stands at 0. The largest net degree at the start of global routing stands at 63. The register-to-register path setup slack stands at 4.75 ns. The post-synth design cell area stands at ~12000 sq um. The setup slack after layout stands at a little over 3 ns. According to the I/O placement log, the pin count is 409. According to the floorplan report, the placeable core area is 38700 sq um.

The routed metal-1 wire length stands at 15200 um. The cell area after layout stands at 15500 sq um. The post-synth tally of flip-flops with integrated enable stands at 33. In the final report, the number of hold violations comes to 0. The floorplan row count stands at slightly above 70. TritonRoute output was used to compute an average wire per cell of ~17 um. The worst setup path is of the in2out kind.

By instance count after routing, the leading logic cell types are sky130_fd_sc_hd__clkdlybuf4s50_1, sky130_fd_sc_hd__dfrtp_1, sky130_fd_sc_hd__nand2_1. The area of the chip stands at 40200 sq um. The final number of max-transition violations stands at 0. Per the finish-stage timing summary, setup violations number 0.

The number of H-tree branching levels stands at 4. The number of clock sinks stands at between 150 and 200. Per the TritonCTS log, the buffer count is 17. TritonCTS built the clock tree. The total placed cells including tap cells stands at around 2000. The effective utilization at floorplan stands at between 30% and 40%. Setup repair after global routing left no endpoint under its margin. Across all hold checks on the routed design, the worst slack comes to 0.349 ns. The placed instances occupy a cell area of roughly 15000 sq um. For hold timing, the worst endpoint is rd_state[2]. The number of gates given a new drive strength after cts stands at 0. The number of synthesized register bits stands at 193. In the post-synthesis netlist, the biggest area contributors are sky130_fd_sc_hd__dfrtp_1, sky130_fd_sc_hd__edfxtp_1, sky130_fd_sc_hd__buf_4, sky130_fd_sc_hd__o21ai_0, sky130_fd_sc_hd__a21oi_1. In this run the maximum-capacitance check reported violations numbering 0. Sequential elements use around 42% of the synthesized area. The time the worst path needs with I/O delays and setup stands at between 4 and 5 ns. sky130_fd_sc_hd__dfrtp_1 takes more of the synthesized area than any other cell. For this run, the number of standard cells in the final layout without fillers is around 2100. The initial antenna violation count stands at 6. The fraction of post-synthesis cell area in the top cell type by area stands at about a third. Counting cells, the worst reg-to-reg path comes to 5. From bottom edge to top edge, the die measures 200 um. The later pin in the worst-skew pair is clocked with a latency of 0.45 ns.

The leakage power stands at 5.94 nW. The total via count after detailed routing stands at 10635. The script parses the final routing iteration and logs DRC violations as 0.

CTS placed an instance of sky130_fd_sc_hd__clkbuf_16 at the clock tree root. Leaving out fill and tap cells, the most frequent cell in the layout is sky130_fd_sc_hd__clkdlybuf4s50_1. Measured along the x axis, the die boundary spans 200 um.

The worst-case vdd ir drop stands at 0.000153 V. At the placement stage, the worst setup path has a slack of between 3 and 4 ns. The final core utilization stands at 39.9%. Per the GRT congestion report, total overflow comes to 0. In this build the clock could be raised as far as 0.225 GHz. The iteration count of the initial detailed-routing pass stands at 5.

Signal nets in the final route climb as high as met5. Per the timing report, the biggest fanout along the worst path comes to 7. The post-CTS setup buffer count stands at 0. The pin closest to its max-slew limit shows a slew of between 0.9 and 1 ns. The half-perimeter wire length after placement stands at 25500 um.

Looking at the reg2reg group, the worst path ends at reg_w_len[6].
[cell usage after synthesis (all sizes together), types with 5 or more instances]
cell	n
a2bb2oi	8
a211oi	16
o221ai	11
nor2b	18
mux2	26
o21ai	94
nor3	43
o31a	6
nand2b	15
or3	22
dfrtp	158
xnor2	34
nor4	35
or2	13
nand3b	5
nand4	19
nand2	109
xor2	7
nand3	53
nor2	82
a21o	9
o41ai	6
clkbuf	63
or4	20
o31ai	6
and2	9
a21oi	88
nor3b	9
and3	11
edfxtp	33
inv	21
o211ai	8
ha	10
buf	89
a221o	5
o21a	13
mux2i	36
a31oi	15
o22ai	33
[worst max-delay path: stages]
cell and delay (ns):
sky130_fd_sc_hd__clkdlybuf4s50_1 0.72, sky130_fd_sc_hd__and2_1 0.19, sky130_fd_sc_hd__clkdlybuf4s50_1 0.53
[report_power, final]
part | leakage [nW] | internal (mW) | switching [mW]
registers | 2.31 | 1.14 | 0.0724
logic | 3.33 | 0.293 | 0.212
clock network | 0.298 | 0.542 | 0.426
total | 5.94 | 1.97 | 0.710
[area by class of cell]
type,count,area [sq um]
antenna,2,5.00
clock buffer,21,454
clock inverter,11,151
fill,3790,23300
inverter,21,78.8
multi-input combinational,982,6010
sequential,193,5000
tap,518,648
timing repair buffer,316,3110
[how the worst max path moves through the flow]
stage,from,endpoint,depth (start not counted)
after global routing,M_AXI_RVALID,RD_DONE,3
final,M_AXI_RVALID,RD_DONE,3
after CTS,M_AXI_RVALID,RD_DONE,3
[cell families (layout without fill, tap and decap cells)]
| group | count (synthesis) | after routing | synth area share (%) |
|---|---|---|---|
| AND/OR/NAND/NOR | 476 | 476 | 21.0 |
| flip-flops | 193 | 193 | 42.3 |
| multiplexers | 62 | 62 | 5.53 |
| other | 2 | 42 | 0.0636 |
| adder cells (fa/ha/maj) | 10 | 10 | 1.06 |
| AND-OR/OR-AND | 353 | 353 | 18.9 |
| buffers and inverters | 173 | 369 | 8.13 |
| XOR/XNOR | 41 | 41 | 3.04 |
[metal layers]
| metal | vias up | global-route usage [%] |
|---|---|---|
| met5 | - | 0 |
| met2 | 358 | 27.1 |
| li1 | 5197 | - |
| met3 | 49 | 5.23 |
| met4 | 6 | 3.98 |
| met1 | 5025 | 24.9 |
[registers in the layout, summed over array words and instances, names as in the netlist, 4 cells and up]
register,cells
reg_rd_adrs,32
reg_wr_adrs,32
reg_wr_data,32
reg_wr_len,32
reg_rd_len,29
reg_r_len,8
reg_w_len,8
wr_state,6
rd_state,5
reg_w_stb,4
Power and IR drop assume default switching activity.
